===== flow/config.mk =====
export PLATFORM = sky130hd
export DESIGN_NAME = button
export DESIGN_NICKNAME = button
export VERILOG_FILES = /design/flow/design.v
export SDC_FILE = /design/flow/constraint.sdc
export NUM_CORES = 4
export LEC_CHECK = 1
export CORE_AREA = 10 10 108 108
export DIE_AREA = 0 0 118 118

===== flow/constraint.sdc =====
current_design button

set clk_period 1.5
set clk_io_pct 0.2

create_clock -name clk0 -period $clk_period [get_ports {clk}]

set non_clock_inputs [all_inputs -no_clocks]
set_input_delay [expr $clk_period * $clk_io_pct] -clock clk0 $non_clock_inputs
set_output_delay [expr $clk_period * $clk_io_pct] -clock clk0 [all_outputs]

===== flow/design.v =====
`timescale 1ns / 1ps
module button(
input clk,reset_n,
input noisy,
output debounced,
output p_edge,n_edge,_edge
    );
    debouncer_delayed DD0(
    .clk(clk),
    .reset_n(reset_n),
    .noisy(noisy),
    .debounced(debounced)
    );
    edge_detector ED0(
    .clk(clk),
    .reset_n(reset_n),
    .level(debounced),
    .p_edge(p_edge),
    .n_edge(n_edge),
    ._edge(_edge)
    );
endmodule
`timescale 1ns / 1ps
module debouncer_delayed(
input clk,reset_n,
input noisy,
output debounced
    );
  wire timer_done,timer_reset;
  debouncer_delayed_fsm FSMO(
  .clk(clk),
  .reset_n(reset_n),
  .noisy(noisy),
  .timer_done(timer_done),
  .timer_reset(timer_reset),
  .debounced(debounced)
 );
  timer_parameter #(.FINAL_VALUE(1_999_999)) T0(
  .clk(clk),
  .reset_n(~timer_reset),
  .enable(~timer_reset),
  .done(timer_done)
  );
endmodule
`timescale 1ns / 1ps
module debouncer_delayed_fsm(
input clk,reset_n,
input noisy,timer_done,
output timer_reset,debounced
    );
    reg [1:0] state_reg,state_next;
    parameter s0=0,s1=1,s2=2,s3=3;
    always @(posedge clk,negedge reset_n)
    begin
      if(~reset_n)
         state_reg <= 0;
      else 
        state_reg <= state_next;
     end
     always @(*)
     begin
     state_next=state_reg;
     case(state_reg)
      s0: if(~noisy)
             state_next=s0;
           else if(noisy)
             state_next=s1;
      s1: if(~noisy)
             state_next=s0;
           else if(noisy & ~timer_done)
             state_next=s1;
           else if(noisy & timer_done)
             state_next=s2;
       s2: if(~noisy)
             state_next=s3;
           else if(noisy)
             state_next=s2;  
       s3: if(noisy)
             state_next=s2;
           else if(~noisy & ~timer_done)
             state_next=s3;
           else if(~noisy & timer_done)
             state_next=s0;
     default:state_next=s0;
  endcase
 end
   assign timer_reset = (state_reg==s0) | (state_reg==s2);
   assign debounced = (state_reg==s2) |(state_reg==s3);
endmodule
`timescale 1ns / 1ps
module edge_detector(
input clk,reset_n,
input level,
output p_edge,n_edge,_edge
);
 reg state_reg,state_next;
 parameter s0=0,s1=1;
  always @(posedge clk,negedge reset_n)
  begin 
     if(~reset_n)
       state_reg <= 'b0;
     else 
       state_reg <= state_next;
   end
   always @(*)
   begin  
       case(state_reg)
            s0:if(level)
                 state_next=s1;
                else
                 state_next=s0;
             s1:if(level)
                 state_next=s1;
                 else
                 state_next=s0;
           default:state_next=s0;
        endcase
      end
      assign p_edge=(state_reg==s0)&level;
      assign n_edge=(state_reg==s1)& ~level;
      assign _edge= p_edge |n_edge;    
endmodule
`timescale 1ns / 1ps
module timer_parameter
     #(parameter FINAL_VALUE=255)(
       input clk,reset_n,
       input enable,
       output done
    );
    localparam BITS=$clog2(FINAL_VALUE);
    reg [BITS-1:0] Q_reg,Q_next;
    always @(posedge clk,negedge reset_n)
    begin
      if(~reset_n)
        Q_reg <= 'b0;
      else if(enable)
        Q_reg <= Q_next;
      else
       Q_reg <= Q_reg;
     end
    assign done=Q_reg==FINAL_VALUE;
    always @(*)
    Q_next=done?'b0:Q_reg+1;
endmodule

===== flow/run.sh =====
#!/bin/bash
# OpenROAD 26Q1-2900-gdf79404cd8, Yosys 0.63+post, stock flow scripts
make -C /OpenROAD-flow-scripts/flow DESIGN_CONFIG=/design/flow/config.mk WORK_HOME=/design/flow/orfs finish

==> out/results.tsv <==
stage	metric	value	unit
status	status	finished with violations	
status	violations	setup timing	
drt	wire_per_inst	9.89	µm
floorplanning	coreArea	9280	µm²
placed_design	pre_cts_ws	-480	ps
floorplanning	ios	7	
critical_path	r2r_start	DD0.FSMO.state_reg[1]$_DFF_PN0_	
placed_design	post-dp-hpwl	2120	µm
drt	num_vias	1135	
pwr	power_frac_seq	38.1	%
critical_path	end_kind	register	
drt	drt_iter0_drc	63	
timing	relSlewSlack	79.0	%
clock_network	htree_levels	1	
global_route	grt-ovfl-total	0	
yosys	synth.ff_latch_count	26	
floorplanning	dieArea	13900	µm²
critical_path	worst-setup-path-type	reg -> reg	
critical_path	cp_data_required_time	1700	ps
timing	fmax	520	MHz
final_layout	regArea	652	µm²
critical_path	path_max_fanout	4	
critical_path	cp-start-kind	register	
timing	fin_worst_skew	1.18	ps
drt	routed_wirelength	3100	µm
yosys	top_cell_area_share	48.3	%
timing	setup-violations-final	28	
drt	drt_drc_violations_left	0	
timing	rsz0062_at_grt	yes	
yosys	largest_area_cell	dfrtp_1	
clock_network	holdBufCountCts	0	
clock_network	clock_path_buffers	2	
pwr	power.leakage	0.000849	µW
pwr	netSwitchingPower	784	µW
floorplanning	row_count	35	
pwr	ir_worst_vdd	0.000361	V
pwr	p_clk_share	16.8	%
final_layout	layout_top_cells	buf_4 (36), dfrtp_1 (25), nand2_1 (13), buf_6 (10), nand3_1 (9)	
global_route	grt_usage	4.47	%
global_route	grt_pass1_wl	5340	µm
yosys	yosys_warnings	3	
floorplanning	initial_core_util	13.9	%
pwr	p_comb_share	45.1	%
critical_path	reg2reg_slack	-420	ps
timing	hold_violations	0	
final_layout	drive_gt1_share	44.0	%
final_layout	lay_top_count	buf_4	
timing	slew_viol_final	0	
drt	detail-route-antenna-nets	0	
drt	drt-pass1-iter-count	4	
yosys	synthCells	134	
yosys	ys_cells	134	
yosys	ys_top_cells_by_area	dfrtp_1 (48%), xnor2_1 (6.1%), nand2_1 (3.8%)	
pwr	p_int	1600	µW
clock_network	cts-root-buf	clkbuf_8	
clock_network	clk_pin_slew	90	ps
final_layout	fillerInstances	991	
yosys	synth_cell_types	31	
global_route	grt_pass1_vias	1071	
clock_network	clkLatencyLatePin	260	ps
timing	setup_ws	-422	ps
global_route	grt_antenna_before_repair	0	
critical_path	critPathCapture	DD0.T0.Q_reg[18]$_DFFE_PP0N_	
timing	worst_pin_slew	310	ps
clock_network	cts_tree	built	
yosys	syn_avg_cell_area	9.66	µm²
placed_design	port-buffer-count	6	
clock_network	cts_buffers	3	
yosys	ys_seq_share	50.3	%
flow_run	warning_count	29	
placed_design	gp_congestion	0.813	
timing	fin_crit_sh	128	%
timing	fin_crit	1920	ps
clock_network	clkSinkCount	26	
pwr	power	2390	µW
final_layout	largest_reg_flops	21	
final_layout	area_growth	59.2	%
pwr	switching_share	32.8	%
yosys	ys_area	1290	µm²
critical_path	worstRegToRegCells	5	
flow_run	maxCapViolCount	0	
worst_hold_path	worstHoldPathType	in -> async	
drt	via_per_inst	3.63	
floorplanning	die.size.y	118	µm
critical_path	worstPathArrival	2120	ps
global_route	grt_max_degree	22	
final_layout	layout.area.comb	758	µm²
yosys	synth_area	1290	µm²
critical_path	r2r-end	DD0.T0.Q_reg[18]$_DFFE_PP0N_	
pwr	p_per_area	1160	nW/µm²
floorplanning	die_w	118	µm
critical_path	setup.worst_path.start	DD0.FSMO.state_reg[1]$_DFF_PN0_	
drt	antenna_cells	0	
[synth_stat cells]
cell type  count
a21oi_1        6
a22o_1         1
and2_1         1
and3_1         2
and4_1         1
buf_2          1
buf_6          1
clkbuf_1       2
dfrtp_1       25
dfstp_2        1
ha_1           3
inv_1          8
nand2_1       13
nand2b_1       2
nand3_1        9
nand4_1        3
nand4b_1       1
nor2_1         7
nor3_1         4
nor4_1         3
nor4b_1        2
nor4bb_1       1
o21ai_0        9
o22ai_1        2
or2_1          1
or2_2          2
or3_1          6
or3b_1         1
or4_1          3
xnor2_1        9
xor2_1         4
[how the worst min path moves through the flow]
stage | from | endpoint | slack [ps] | depth (start not counted)
4_1_cts | reset_n | DD0.FSMO.state_reg[2]$_DFF_PN0_ | 250 | 1
5_1_grt | reset_n | DD0.FSMO.state_reg[2]$_DFF_PN0_ | 250 | 1
6_report | reset_n | DD0.FSMO.state_reg[2]$_DFF_PN0_ | 250 | 1
[repair_timing]
item,4_1_cts,5_1_grt
buffers inserted,9,4
resized,39,15
hold endpoints to repair,0,0
pin swaps,14,8
setup endpoints to repair,26,29
[power groups by stage]
stage	clock network, µW	registers, µW	logic [µW]
CTS	417	905	973
finish	402	909	1080
global route	447	922	1200
[cell type report]
type / instances / share of cell area, %
well taps: 129 / 7.83
multi-input cells: 96 / 36.8
repair buffers: 50 / 20.0
inverters: 8 / 1.58
flip-flops and latches: 26 / 31.6
clock buffers: 4 / 2.18
[through the flow]
step,area (µm²),hold slack [ps],instances,util (%),TNS (ps)
2_1_floorplan,1340,4.41,134,-,-3600
3_3_place_gp,1770,538,296,19.0,-6020
3_5_place_dp,1770,538,296,19.0,-6100
4_1_cts,1980,251,309,21.3,-5060
5_1_grt,2060,254,313,22.2,-7910
6_report,2060,247,313,22.2,-5920
[critical path, stage by stage (launching register included)]
cell and delay [ps]:
dfrtp_1 410, buf_6 130, or3b_4 390, or4_4 440
or3_4 380, a21oi_2 120
[per-layer routing]
metal	GRT usage (%)	routed length, µm	up-vias
li1	-	-	570
met4	0.309	12	0
met1	6.87	1640	546
met5	0	0	-
met3	1.26	114	3
met2	6.26	1330	16
[cells by family after synthesis]
family                   Yosys count  share of synthesized area [%]
buffers and inverters             12                           4.15
AND-OR/OR-AND                     18                           7.44
flip-flops                        26                           50.3
AND/OR/NAND/NOR                   62                           26.4
adder cells (fa/ha/maj)            3                           2.90
XOR/XNOR                          13                           8.79
Power is estimated from default activity; no workload was simulated.
